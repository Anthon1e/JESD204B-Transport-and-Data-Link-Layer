$ cat /design/flow/run.sh
#!/bin/bash
# OpenROAD 26Q1-2900-gdf79404cd8, Yosys 0.63+post, stock flow scripts
make -C /OpenROAD-flow-scripts/flow DESIGN_CONFIG=/design/flow/config.mk WORK_HOME=/design/flow/orfs finish
$ cat /design/flow/config.mk
export PLATFORM = sky130hd
export DESIGN_NAME = jesd204b_tx
export DESIGN_NICKNAME = jesd204b_tx
export VERILOG_FILES = /design/flow/design.v
export SDC_FILE = /design/flow/constraint.sdc
export NUM_CORES = 4
export LEC_CHECK = 1
export CORE_UTILIZATION = 40
$ cat /design/flow/constraint.sdc
current_design jesd204b_tx

set clk_period 2.5
set clk_io_pct 0.2

create_clock -name clk0 -period $clk_period [get_ports {clock}]

set non_clock_inputs [all_inputs -no_clocks]
set_input_delay [expr $clk_period * $clk_io_pct] -clock clk0 $non_clock_inputs
set_output_delay [expr $clk_period * $clk_io_pct] -clock clk0 [all_outputs]
$ cat /design/flow/design.v
`timescale 1ns / 1ps
module Enc8B10B(
    input BYTECLK, 
    input reset,
    input bit_control,
    input [7:0] in,
    input rd_in,
    output [9:0] out,
    output rd_out
    );
    wire clk = BYTECLK; 
    wire rd_in_s4, S, COMPLS6, COMPLS4, saved_K;
    wire [4:0] L, saved_L;    
    wire [7:0] saved_data_in;
    wire [5:0] abcdei;
    wire [3:0] fghj; 
    reg [7:0] data_in;
    reg K;
    fcn5b   f5b(clk, data_in[4:0], L);
    fcn3b   f3b(clk, data_in[4:3], rd_in_s4, L, S); 
    disCtrl dis(clk, reset, K, L, S, data_in, rd_in, saved_data_in, saved_L, saved_K, rd_in_s4, COMPLS6, COMPLS4, rd_out);
    fcn5b6b f56(clk, reset, saved_data_in[4:0], saved_L, saved_K, COMPLS6, abcdei);
    fcn3b4b f34(clk, reset, saved_data_in[7:5], S, saved_K, COMPLS4, fghj);
    always @(posedge clk)
    begin
        if (reset) begin 
            K <= 0;
            data_in = 0;
        end
        else begin 
            K <= bit_control;
            data_in = in;
        end
    end
    assign out = {abcdei[5:0], fghj[3:0]};  
endmodule
`timescale 1ns / 1ps
module fcn5b(
    input clk, 
    input [4:0] data_in,
    output [4:0] L
	);
	wire A,B,C,D,E;
	assign {E,D,C,B,A} = data_in;
	wire L40, L31, L22, L13, L04; 
	assign L40 = A & B & C & D;                         
	assign L04 = ~A & ~B & ~C & ~D; 	                
	assign L13 = ((A^B) & ~C & ~D) | 
	             (~A & ~B & (C^D));                     
	assign L31 = ((A^B) & C & D) | (A & B & (C^D));     
	assign L22 = A & B & ~C & ~D |
		         ~A & ~B & C & D |			            
		         (A^B) & (C^D);                         
	assign L = {L40, L31, L22, L13, L04}; 
endmodule
`timescale 1ns / 1ps
module fcn3b(
    input clk,
    input [1:0] data_in,  
    input rd_in_s4,
    input [4:0] L,
    output reg S
    );
    wire L13 = L[1];
    wire L31 = L[3];
    wire E, D;
    assign {E, D} = data_in;
    always @(posedge clk)
        S = (rd_in_s4 & L31 & D & ~E) ^ (~rd_in_s4 & L13 & ~D & E);
endmodule
`timescale 1ns / 1ps
module disCtrl( 
    input clk,
    input reset,
    input K,
    input [4:0] L,
    input S,
    input [7:0] data_in,
    input rd_in,
    output reg [7:0] saved_data_in,
    output reg [4:0] saved_L,
    output reg saved_K,
    output rd_in_s4,
    output reg COMPLS6,
    output reg COMPLS4,
    output rd_out
    );
    wire L40, L31, L22, L13, L04;
    wire A, B, C, D, E, F, G, H;
    assign {L40, L31, L22, L13, L04} = L;
    assign {H, G, F, E, D, C, B, A} = data_in;
    wire PD1S6, ND0S6, ND1S6, PD0S6, RD6;
    assign PD1S6 = (L13 & D & E) ^ (~L22 & ~L31 & ~E);
    assign ND0S6 = PD1S6;
    assign ND1S6 = (L31 & ~D & ~E) | (E & ~L22 & ~L13) | K;
    assign PD0S6 = (E & ~L22 & ~L13) | K;
    assign RD6 = (PD0S6 | ND0S6);  
    wire ND1S4, ND0S4, PD1S4, PD0S4, RD4; 
    assign ND1S4 = F & G; 
    assign ND0S4 = ~F & ~G; 
    assign PD1S4 = ND0S4 | ((F ^ G) & K);
    assign PD0S4 = F & G & H;
    assign RD4 = (PD0S4 | ND0S4);
    always @(posedge clk)
    begin 
        if (reset) begin 
           {COMPLS6, COMPLS4} = 3'b100;
           saved_data_in = 8'b0; 
           saved_L = 0;
           saved_K = 0;
        end else begin
            COMPLS6 <= (PD1S6 & ~rd_in) | (ND1S6 & rd_in);
            COMPLS4 <= ((PD1S4 & ~rd_in_s4) | (ND1S4 & rd_in_s4));
            saved_data_in <= data_in;
            saved_L <= L; 
            saved_K <= K;
        end
    end
    wire rd_cur;
    assign rd_cur = RD6 ^ RD4;          
    assign rd_out = rd_cur ^ rd_in;     
    assign rd_in_s4 = RD6 ^ rd_in;
endmodule
`timescale 1ns / 1ps
module fcn5b6b(
    input clk,  
    input reset,
    input [4:0] data_in,
    input [4:0] L,
    input K,
    input COMPLS6,
    output [5:0] data_out
    );
    wire A, B, C, D, E;
    assign {E, D, C, B, A} = data_in;
    wire L40, L31, L22, L13, L04;
    assign {L40, L31, L22, L13, L04} = L;
    reg a, b, c, d, e, i;
    always @(posedge clk)
    begin    
        if (reset) begin
            a <= 0;
            b <= 0;
            c <= 0;
            d <= 0;
            e <= 0;
            i <= 0;
        end else begin
            a <= A ^ COMPLS6; 
            b <= ((~L40 & B) | L04) ^ COMPLS6;
            c <= (L04 | C) ^ (L13 & D & E) ^ COMPLS6; 
            d <= (D & ~L40) ^ COMPLS6;
            e <= (~(L13 & D & E) & E) ^ (~E & L13) ^ COMPLS6; 
            i <= (~E & L22) ^ (L22 & K) ^ (L04 & E) ^ (E & L40) ^ (E & L13 & ~D) ^ COMPLS6;
        end
    end
    assign data_out = {a, b, c, d, e, i};
endmodule
`timescale 1ns / 1ps
module fcn3b4b(
    input clk, 
    input reset,
    input [2:0] data_in,
    input S,
    input K,
    input COMPLS4,
    output [3:0] data_out
    );
    wire H, G, F;
    assign {H, G, F} = data_in;
    reg f, g, h, j;
    always @(posedge clk)
    begin
        if (reset) begin 
            f <= 0;
            g <= 0;
            h <= 0;
            j <= 0;
        end else begin 
            f <= (F & ~((S & F & G & H) ^ (K & F & G & H))) ^ COMPLS4; 
            g <= (G | (~F & ~G & ~H)) ^ COMPLS4;
            h <= H ^ COMPLS4; 
            j <= (( (S & F & G & H) ^ (F & G & H & K) ) | ((F ^ G) & ~H)) ^ COMPLS4;
        end
    end
    assign data_out = {f, g, h, j};
endmodule
`timescale 1ns / 1ps
module jesd204b_scrambler #(
    parameter DATA_WIDTH = 64
    ) (
    input clk,
    input reset,
    input en,
    input [DATA_WIDTH-1:0] in,
    output reg [DATA_WIDTH-1:0] out
    );
    reg [14:0] storage = 'h7f80;
    reg [14:0] state = 'h7f80;
    integer i, j;
    always @(*) begin
        if (reset) begin 
            out = 'h0;
            storage = 'h7f80;
        end else begin
            storage = state;
            j = 0; 
            if (en) begin 
                for (i = DATA_WIDTH; i > 0; i = i - 1) begin 
                    if (j < 16) out[i-1] = in[i-1];
                    else out[i-1] = in[i-1] ^ storage[14] ^ storage[13];
                    storage = {storage[13:0], out[i-1]}; 
                    j = j + 1;
                end
            end
            else out = in;
        end
    end
    always @(posedge clk) begin 
        if (reset)  state = 'h7f80;
        else        state = storage;
    end
endmodule
`timescale 1ns / 1ps
module jesd204b_tpl_tx #(
	parameter LANES = 4,		 
	parameter CONVERTERS = 4,	 
	parameter RESOLUTION = 11,	 
	parameter CONTROL = 2, 		 
	parameter SAMPLE_SIZE = 16,	 
	parameter SAMPLES = 1 		 
	) (
    input clk,
    input reset,
    input en,
	input [SAMPLES*CONVERTERS*RESOLUTION-1:0] tx_datain,
	output reg [SAMPLES*SAMPLE_SIZE*(CONVERTERS+(LANES-CONVERTERS%LANES)*|(CONVERTERS%LANES))-1:0] tx_dataout
	); 
    localparam TAILS = SAMPLE_SIZE - RESOLUTION - CONTROL;                           
    localparam OCTETS = (SAMPLES*SAMPLE_SIZE*(CONVERTERS+
                        (LANES-CONVERTERS%LANES)*|(CONVERTERS%LANES)))/(8*LANES) ;   
	integer i, j;
	(* KEEP = "TRUE" *) reg [3:0] k;    
	always @(posedge clk) begin 
        if (reset) begin 
	       tx_dataout = 0;
        end else begin
            k = 0;
            for (i = 0; i < LANES; i = i+1) begin
                for (j = OCTETS; j > 0; j = j-2) begin
                    if (k < CONVERTERS) begin
                        tx_dataout[i*8*OCTETS+(j-1)*8 +: 8] = tx_datain[k*RESOLUTION+RESOLUTION-8 +: 8];
                        tx_dataout[i*8*OCTETS+(j-2)*8 +: 8] = tx_datain[k*RESOLUTION +: RESOLUTION-8] << (CONTROL+TAILS);	
                        k = k + 1;	
                    end else begin 
                        tx_dataout[i*8*OCTETS+(j-2)*8 +: 16] = 16'b0;
                    end
                end
            end
        end
    end
endmodule	
`timescale 1ns / 1ps
module jesd204b_tx #(
    parameter DATA_WIDTH = 64,
    parameter LANES = 4,            
	parameter CONVERTERS = 4,       
	parameter RESOLUTION = 11,      
	parameter CONTROL = 2,          
	parameter SAMPLE_SIZE = 16,     
	parameter SAMPLES = 1           
    ) (
    input clock, 
    input reset, 
    input [SAMPLES*CONVERTERS*RESOLUTION-1:0] tx_datain,
    output [DATA_WIDTH/8*10-1:0] out_enc
    );
    reg [3:0] cs, ns;
    wire [SAMPLES*SAMPLE_SIZE*(CONVERTERS+(LANES-CONVERTERS%LANES)*|(CONVERTERS%LANES))-1:0] tx_dataout;
    wire [DATA_WIDTH-1:0] out_sc;
    reg [DATA_WIDTH-1:0] rd_in;
    wire [DATA_WIDTH-1:0] rd_out;
    always @(posedge clock) begin
        if (reset) begin
            rd_in <= 0;
            cs <= 4'b0000;
            ns <= 4'b0000;
        end else begin
            case (cs) 
            4'b0000: begin ns = 4'b0001; end
            4'b0001: begin ns = 4'b0001; rd_in <= rd_out; end
            endcase 
            cs <= ns;
        end
    end
    jesd204b_tpl_tx #(
        .LANES (LANES), 
        .CONVERTERS (CONVERTERS), 
        .RESOLUTION (RESOLUTION),
        .CONTROL (CONTROL),    
        .SAMPLE_SIZE (SAMPLE_SIZE), 
        .SAMPLES (SAMPLES)         
    ) tpltx (
        .clk(clock),
        .reset(reset),
        .en(1),
        .tx_datain (tx_datain),
        .tx_dataout (tx_dataout)
    );
    jesd204b_scrambler #(
        .DATA_WIDTH (DATA_WIDTH)
    ) scr (
        .clk (clock), 
        .reset (reset), 
        .en (1), 
        .in (tx_dataout), 
        .out (out_sc)
    );
    generate
    genvar i;
    for (i = 0; i < DATA_WIDTH/8; i = i + 1) begin
        Enc8B10B enc (
        .BYTECLK (clock), 
        .reset (reset),
        .bit_control (0),
        .in (out_sc[i*8+:8]),
        .rd_in (rd_in[i]),
        .out (out_enc[i*10+:10]),
        .rd_out (rd_out[i])
        );
    end
    endgenerate 
endmodule
==> ds_physical_params.txt <==
Physical design parameters

Parameter                              Value

Worst setup path
  R2r startpoint .................. genblk1[7].enc.data_in[0]
  Number of cells on the critical path .................. 10
  Critical Path Fanout Max .................. 11
  Slowest library cell on the worst path .................. sky130_fd_sc_hd__ha_1
  RR Endpoint .................. rd_in[7]
  Required time of the worst setup path .................. 2950 ps
  CP bufs+invs .................. 3
  Category of the worst setup path launch point .................. register
  Critical path class .................. reg -> reg
  Register-to-Register Setup Slack .................. 260 ps
  Origin of the worst setup path .................. genblk1[7].enc.data_in[0]
  Element type at the critical path end .................. register
  Cell breakdown of the critical path .................. inv_1 > ha_1 > nor2b_1 > o32ai_1 > a222oi_1 > buf_4 > buf_4 > xor2_1 > a21oi_1 > a31o_1
  Family with the most delay on the worst path .................. AND-OR/OR-AND gates
  Maximum cell stage delay along the critical path .................. 480 ps
  Critical Path Most Common Cell .................. sky130_fd_sc_hd__buf_4
  Critical Path AT .................. 2690 ps
  Depth of the worst register-to-register path .................. 10
  Critical path endpoint .................. rd_in[7]

Global routing
  Overall routing resource usage .................. 14.2%
  Global-route wire length before repair .................. 34,700 um
  Number of antenna violations at the first check in global routing .................. 0
  Overall overflow remaining after global route .................. 0
  Via count of the first global-routing pass .................. 7,083
  Pin count of the biggest net entering global routing .................. 139

Final timing
  Max-slew headroom .................. 59.8%
  Worst-case hold slack .................. 375 ps
  Slew at the pin with the worst max-slew slack .................. 602 ps
  Hold violation count in the final report .................. 0
  Final worst path period need .................. 2240 ps
  Clock Skew .................. 10.6 ps
  Setup Viol. Count Final .................. 0
  Smallest setup slack after layout .................. 258 ps
  Upper clock frequency limit .................. 446 MHz
  Unrepaired setup endpoints after global routing .................. no
  Slew Viols, Final .................. 0
  Fin Setup TNS .................. 0 ps
  Share of the clock period used by the worst path after layout .................. 89.7%

Floorplanning
  Die x size .................. 175 um
  Starting utilization of the core area .................. 40.6%
  DIE HEIGHT .................. 175 um
  Number of top-level design ports .................. 126
  Core region area .................. 0.0296 mm^2
  Die outline area .................. 0.0307 mm^2
  Core Rows .................. 63

Logic synthesis
  Post-synth top area cell .................. sky130_fd_sc_hd__dfxtp_1
  Number of flops mapped to enable cells by yosys .................. 0
  Number of distinct library cell variants in the gate-level netlist after synthesis .................. 63
  Synthesized cell area .................. 0.0120 mm^2
  Top cell type's share of synthesized area .................. 47.5%
  Gate count of the mapped netlist .................. 1,298
  Mean Syn Cell Area .................. 9.25 um^2
  Yosys top cell by instances .................. sky130_fd_sc_hd__dfxtp_1
  Number of synthesized register bits .................. 285
  Area reported by Yosys stat .................. 0.0120 mm^2
  Post-synth top cells .................. sky130_fd_sc_hd__dfxtp_1 (285), sky130_fd_sc_hd__nor2_1 (208), sky130_fd_sc_hd__xnor2_1 (123), sky130_fd_sc_hd__nor2b_1 (102), sky130_fd_sc_hd__buf_4 (80)
  Area contributors post-synth .................. sky130_fd_sc_hd__dfxtp_1 (48%), sky130_fd_sc_hd__xnor2_1 (9.0%), sky130_fd_sc_hd__nor2_1 (6.5%)
  Share of the yosys chip area belonging to registers .................. 47.5%
  Primary FF master, synth .................. sky130_fd_sc_hd__dfxtp_1
  Count of yosys warnings during synthesis .................. 74
  Synth async-reset ratio .................. 0%
  Count of instantiated cells in the yosys netlist .................. 1,298

Route
  Violation tally from detailed-route iteration zero .................. 354
  Final routed wirelength across all metal layers .................. 21,000 um
  Residual antenna-violating net count after detailed routing .................. 0
  Wire length per cell after detailed routing .................. 12.2 um
  DRC violation count after routing .................. 0
  Count of inserted antenna diode cells .................. 0
  Via count of the routed design .................. 7,675
  Via-per-instance ratio .................. 4.46
  Number of iterations in the first detailed-routing pass .................. 5

Clock tree
  Sinks on the clock net .................. 285
  Clock input transition at the sequential cells of the worst setup and hold paths .................. 60 ps
  Clock insertion delay at the later pin of the skew report .................. 550 ps
  Number of buffers added by the clock tree synthesis step .................. 31
  Root buffer selected by CTS .................. sky130_fd_sc_hd__clkbuf_16
  CTS tree .................. done
  Deepest level of the CTS H-tree .................. 1
  Maximum clock path buffer count .................. 3
  Cell resize tally after clock tree synthesis .................. 0

Placement
  Sum of net half-perimeters after detailed placement .................. 14,400 um
  Pre-CTS worst setup slack .................. 243 ps
  Cell total after placement .................. 1,662
  RD Place Congestion .................. 0.830
  Count of buffers from port buffering .................. 125

Flow run
  Max-capacitance violation count .................. 0
  Total number of warnings across the stage logs .................. 34

Final layout
  Post-route insts no fill .................. 1,719
  Fraction of layout instances using a drive strength above 1 .................. 5.94%
  Signed area change from the synthesized netlist to the final layout .................. 15.6%

Power and ir drop
  Leakage power .................. 5.43 nW
  Power per cell area .................. 938 mW/mm^2
  Worst ir drop on vdd .................. 0.000478 V

Worst hold path
  Kind of path behind the tightest hold check .................. in -> reg

Run status
  Outcome .................. complete, no violations
[layout by cell type (no fill, tap or decap), drive strengths merged, types with 35 or more instances in the layout]
cell type and count:
clkbuf 46, dfxtp 285, xor2 56, clkdlybuf4s50 124, nand2 41, nor2b 102, xnor2 126, nor2 208
inv 71, o21ai 35
[flip-flops by register name (all words and copies together) (netlist names), 8 cells and up]
signal                         count
genblk1.enc.data_in               53
genblk1.enc.dis.COMPLS4            8
genblk1.enc.dis.COMPLS6            8
genblk1.enc.dis.saved_L           28
genblk1.enc.dis.saved_data_in     53
genblk1.enc.f34.f                  8
genblk1.enc.f34.g                  8
genblk1.enc.f34.h                  8
genblk1.enc.f34.j                  8
genblk1.enc.f56.a                  8
genblk1.enc.f56.b                  8
rd_in                              8
tpltx.tx_dataout                  44
[worst min path at each step]
stage                 start  depth (start not counted)                             to
after global routing  reset                          2  genblk1[4].enc.dis.saved_L[2]
after CTS             reset                          2                       rd_in[4]
final                 reset                          2  genblk1[4].enc.dis.saved_L[2]
[per-stage QoR]
stage	cell area [um^2]	total power, W	util (%)
5_1_grt	13900	0.0138	47.0
4_1_cts	13900	0.0132	46.9
6_report	13900	0.0130	47.0
3_5_place_dp	12900	0.00876	43.6
2_1_floorplan	12000	0.00814	-
3_3_place_gp	12900	0.00874	43.6
[cells by family after synthesis]
kind of cell	Yosys count	share of synthesized area [%]
adders and majority gates	29	2.92
AOI/OAI and AO/OA	138	7.97
xor gates and xnor gates	182	13.6
and+or+nand+nor	428	17.2
buffers and inverters	227	10.0
muxes	9	0.771
DFF	285	47.5
[routing by layer]
metal	part of all wire [%]	GRT usage, %	vias up
li1	-	-	4102
met1	52	22.9	3396
met2	41	20.6	147
met3	5.0	2.67	30
met4	1.7	2.36	0
met5	0	0	-
[where the power goes]
part           switching [W]  leakage [nW]  internal [W]
registers           0.000547          2.35       0.00522
clock network        0.00174         0.491       0.00265
logic                0.00125          2.58       0.00163
[layout make-up]
class	count	area [um^2]
fillers	2747	15700
flip-flops and latches	285	5710
multi-input cells	786	5100
repair buffers	132	1330
clock buffers	45	888
well taps	390	488
inverters	71	267
clock inverters	10	106
[timing repair]
| item | 4_1_cts | 5_1_grt |
|---|---|---|
| buffers inserted | 0 | 2 |
| hold buffers | 0 | 0 |
| endpoints found under the setup margin | 0 | 1 |
No activity file was given, so power comes from the tool's default toggle rates.
